`flow/design.v`:
```
`timescale 1 ns / 1 ps
package typedefs;
	typedef struct packed {
		logic       valid;  
		logic [4:0] idx;       	 
	} a_reg_t;				   	 
	typedef struct packed {
		logic       valid;
		a_reg_t  	rd;		   	 
		a_reg_t 	rs1;	   	 
		a_reg_t 	rs2;	   	 
		logic       is_branch;	 
	} dinstr_t;	                 
	typedef struct packed {
		logic       valid;  
		logic [5:0] idx;    	 
		logic       ready;  	 
	} p_reg_t;					 
	typedef struct packed {
		logic       valid;
		p_reg_t   	rd;
		p_reg_t   	rs1;
		p_reg_t   	rs2;
	} rinstr_t;					 
	typedef struct packed {
		logic valid;
		logic hit;
	} br_result_t;
endpackage	
`timescale 1 ns / 1 ps
module rename 
  import typedefs::*;
(
    input  logic       clk,
    input  logic       rst_ni,
    input  br_result_t br_result_i,
    input  p_reg_t     p_commit_i,    
    input  dinstr_t    dinstr_i,
    output rinstr_t    rinstr_o,
    output logic       rn_full_o
);
  logic [5:0] arch2phy [31:0];  
  logic [5:0] prev2phy [63:0];  
  logic busy_table [63:0] ;  
  logic free_list [63:0];  
  logic [5:0] next_arch2phy [31:0];
  logic [5:0] next_prev2phy [63:0];
  logic       next_busy_table [63:0];
  logic       next_free_list [63:0];
  logic [5:0] prev_adres;
  dinstr_t    din;
  rinstr_t    rin;
  logic [5:0] count, next_count;
  logic rn_full;
  assign din = dinstr_i;
  assign rn_full = (count == 6'd62);  
  always_comb begin   
    rin.valid = din.valid;
    rin.rd.valid = din.valid ? din.rd.valid : 1'b0;  
    rin.rs1.valid = din.valid ? din.rs1.valid : 1'b0;
    rin.rs2.valid = din.valid ? din.rs2.valid : 1'b0;
    rin.rs1.idx = 6'd0;
    rin.rs2.idx = 6'd0;
    rin.rd.idx = 6'd0;
    rin.rs1.ready = 0;
    rin.rs2.ready = 0;
    rin.rd.ready = 0;
    next_count = count;  
    next_arch2phy = arch2phy;
    next_prev2phy = prev2phy;
    next_busy_table = busy_table;
    next_free_list = free_list;
    prev_adres = 6'd0;
    if (p_commit_i.valid) begin
        prev_adres = next_prev2phy[p_commit_i.idx];
        next_free_list[prev_adres] = 1;  
        next_busy_table[p_commit_i.idx] = 0;  
        next_count = next_count - 1;  
    end 
    if(rin.rs1.valid == 1) begin
      rin.rs1.idx = next_arch2phy[din.rs1.idx]; 
      rin.rs1.ready = ~next_busy_table[rin.rs1.idx];   
    end
    else begin
      rin.rs1.idx = 6'd0;
      rin.rs1.ready = 1;  
    end
    if(rin.rs2.valid == 1) begin
      rin.rs2.idx = next_arch2phy[din.rs2.idx];    
      rin.rs2.ready = ~next_busy_table[rin.rs2.idx];
    end
    else begin
      rin.rs2.idx = 6'd0;
      rin.rs2.ready = 1;  
    end  
    if(din.rd.valid == 0) begin  
      rin.rd.idx = 6'd0;  
      rin.rd.ready = 1;  
    end
    else begin  
      if(din.valid == 1) begin  
        if(din.rd.idx == 5'd0) begin  
          rin.rd.idx = 6'd0;
          rin.rd.ready = 1;
        end
        else begin  
          for (int i=1; i<64; ++i) begin  
            if(free_list[i] == 1) begin  
              rin.rd.idx = 6'(i);
              next_count = next_count + 1;  
              next_free_list[i] = 0;  
              next_prev2phy[i] = next_arch2phy[din.rd.idx];  
              next_arch2phy[din.rd.idx] = 6'(i);  
              next_busy_table[i] = 1;  
              rin.rd.ready = 0;
              break;
            end
          end
        end
      end   
    end
    end  
  assign rinstr_o = rin; 
  assign rn_full_o = rn_full;
  always_ff @(posedge clk) begin   
    if (!rst_ni) begin
      free_list[0] <= 0;  
      count <= 6'd31;
      for (int i=32; i<64; ++i) begin
        free_list[i] <= 1;  
        busy_table[i] <= 0;
      end
      for (int i=0; i<32; ++i) begin
        arch2phy[i] <= 6'(i);  
        prev2phy[i] <= 0;
        free_list[i] <= 0;  
        busy_table[i] <= 0;
      end
    end else  begin
      count <= next_count;
      free_list <= next_free_list;
      busy_table <= next_busy_table;
      prev2phy <= next_prev2phy;
      arch2phy <= next_arch2phy;
    end 
  end
endmodule
```
`flow/run.sh`:
```
#!/bin/bash
# OpenROAD 26Q1-2900-gdf79404cd8, Yosys 0.63+post, stock flow scripts
make -C /OpenROAD-flow-scripts/flow DESIGN_CONFIG=/design/flow/config.mk WORK_HOME=/design/flow/orfs finish
```
`flow/config.mk`:
```
export PLATFORM = sky130hd
export DESIGN_NAME = rename
export DESIGN_NICKNAME = rename
export VERILOG_FILES = /design/flow/design.v
export SDC_FILE = /design/flow/constraint.sdc
export NUM_CORES = 4
export LEC_CHECK = 1
export CORE_UTILIZATION = 40
export SYNTH_HDL_FRONTEND = slang
```
`flow/constraint.sdc`:
```
current_design rename

set clk_period 143.6
set clk_io_pct 0.2

create_clock -name clk0 -period $clk_period [get_ports {clk}]

set non_clock_inputs [all_inputs -no_clocks]
set_input_delay [expr $clk_period * $clk_io_pct] -clock clk0 $non_clock_inputs
set_output_delay [expr $clk_period * $clk_io_pct] -clock clk0 [all_outputs]
```
==> results.rst <==
Physical design figures
=======================

.. list-table::
   :header-rows: 1

   * - Metric
     - Value
   * - Mean instance size in the synthesized netlist
     - a little under 6 um^2
   * - Die Y
     - a little under 700 um
   * - Total global-route track usage
     - 1.22
   * - Share of the yosys chip area belonging to registers
     - 0.0860
   * - Step where the flow halted
     - global routing (5_1_grt)
   * - Resized Gates After CTS
     - 0
   * - Via count of the first global-routing pass
     - 378000
   * - Total of hold buffers inserted after clock tree synthesis
     - 0
   * - Area figure in the yosys stat output
     - around 190000 um^2
   * - Largest net degree at the start of global routing
     - 126
   * - Synthesized instance count
     - approximately 32000
   * - Post-synth EDFFs
     - around 190
   * - H-tree level count
     - 3
   * - Yosys cell count
     - 31600
   * - Cell accounting for the most synthesized area
     - sky130_fd_sc_hd__a21oi_1
   * - Top cells by area, synth
     - sky130_fd_sc_hd__a21oi_1 13%, sky130_fd_sc_hd__o21ai_0 12%, sky130_fd_sc_hd__nand2_1 7.5%
   * - Wire length of the first global-routing pass
     - approximately 3800000 um
   * - Number of core rows
     - between 200 and 300
   * - Clock root buffer master
     - sky130_fd_sc_hd__clkbuf_16
   * - Buffers on Ports
     - approximately 53
   * - TritonCTS Sinks
     - about 700
   * - Error text reported by the tool
     - [ERROR GRT-0116] Global routing finished with congestion. Check the congestion regions in the DRC Viewer.
   * - Post-synthesis cell area
     - between 150000 and 200000 um^2
   * - Number of unique standard cell types used by synthesis
     - roughly 120
   * - Top-area cell share
     - 0.132
   * - Post-synthesis sequential element count
     - roughly 700
   * - CTS Buffer Depth
     - 4
   * - Share of the core filled by cells before placement
     - 0.402
   * - Count of warnings emitted by yosys
     - 0
   * - Async set or reset register ratio after synthesis
     - 0
   * - Boundary Pins
     - 58
   * - Gr ovfl total
     - between 100k and 150k
   * - Number of cells in the design after placement
     - about 37000
   * - Post-placement worst setup slack
     - approximately 74 ns
   * - Width of the die
     - ~700 um
   * - Outcome
     - aborted with a tool error
   * - Num CTS Buffers
     - 100
   * - Gp weighted congestion
     - ~2.3
   * - Number of setup buffers added after CTS
     - 0
   * - HPWL after DPL
     - between 1500000 and 2000000 um
   * - Dominant synthesized flop cell
     - sky130_fd_sc_hd__dfxtp_1
## stage by stage
stage	total power, mW	hold WS (ns)	util	instance area (um^2)
floorplan	11.4	0.429	-	186000
global placement	13.4	0.443	0.440	204000
detailed placement	13.5	0.447	0.440	204000
CTS	13.8	0.460	0.447	207000
## layer usage
metal  GRT usage  GRT overflow
met5       0.929          1347
met4        1.03          8209
met3        1.05         12700
met2        1.46         50200
met1        1.22         34300
## synth_stat cells (115+ instances only)
master                      instances
sky130_fd_sc_hd__a21oi_1         4921
sky130_fd_sc_hd__o21ai_0         4445
sky130_fd_sc_hd__nand2_1         3718
sky130_fd_sc_hd__nor2_1          3425
sky130_fd_sc_hd__clkbuf_1        3117
sky130_fd_sc_hd__o22ai_1          846
sky130_fd_sc_hd__nand3_1          662
sky130_fd_sc_hd__a22oi_1          658
sky130_fd_sc_hd__buf_1            657
sky130_fd_sc_hd__nor3_1           653
sky130_fd_sc_hd__a31oi_1          603
sky130_fd_sc_hd__a211oi_1         576
sky130_fd_sc_hd__o211ai_1         567
sky130_fd_sc_hd__a221oi_1         512
sky130_fd_sc_hd__dfxtp_1          511
sky130_fd_sc_hd__o221ai_1         419
sky130_fd_sc_hd__xnor2_1          323
sky130_fd_sc_hd__a21o_1           218
sky130_fd_sc_hd__mux2i_1          215
sky130_fd_sc_hd__o31ai_1          210
sky130_fd_sc_hd__nand4_1          198
sky130_fd_sc_hd__a2111oi_0        195
sky130_fd_sc_hd__mux4_2           195
sky130_fd_sc_hd__edfxtp_1         192
sky130_fd_sc_hd__and2_1           191
sky130_fd_sc_hd__inv_1            182
sky130_fd_sc_hd__nand2b_1         175
sky130_fd_sc_hd__o2111ai_1        170
sky130_fd_sc_hd__nor4_1           157
sky130_fd_sc_hd__a21boi_0         155
sky130_fd_sc_hd__o21a_1           144
sky130_fd_sc_hd__a32oi_1          138
sky130_fd_sc_hd__xor2_1           132
sky130_fd_sc_hd__a221o_1          131
sky130_fd_sc_hd__and3_1           128
sky130_fd_sc_hd__o311ai_0         125
sky130_fd_sc_hd__a311oi_1         115
## cells by family after synthesis
logic type | synth area share
AOI/OAI and AO/OA | 0.532
xor gates and xnor gates | 0.0312
adders and majority gates | 0.00448
buffers and inverters | 0.0820
DFF | 0.0860
muxes | 0.0383
and+or+nand+nor | 0.226
Power figures rest on the tool's default switching activity, not on a simulated workload.
